File: design/flow/design.v
module clk_div #(
    parameter integer CLK_DIVIDE = 100
) (
  input  logic clk_in,
  input  logic sresetn,       
  input  logic enable,
  output logic clk_out,       
  output logic strobe_rise,   
  output logic strobe_fall    
);
  localparam integer DUTY_HIGH = CLK_DIVIDE / 2;   
  logic [$clog2(CLK_DIVIDE)-1:0] cnt;
  always_ff @(posedge clk_in) begin
    if (!sresetn || !enable) begin
      cnt <= '0;
    end else begin
      cnt <= (cnt == CLK_DIVIDE - 1) ? '0 : cnt + 1;
    end
  end
  assign clk_out     = (cnt >= DUTY_HIGH);
  assign strobe_rise = (cnt == DUTY_HIGH - 1);
  assign strobe_fall = (cnt == CLK_DIVIDE - 1);
endmodule
module spi_drv #(
    parameter integer               CLK_DIVIDE  = 100,  
    parameter integer               SPI_MAXLEN  = 32    
) (
  input                           clk,
  input                           sresetn,         
  input                           start_cmd,      
  output                          spi_drv_rdy,    
  input  [$clog2(SPI_MAXLEN):0]   n_clks,         
  input  [SPI_MAXLEN-1:0]         tx_data,        
  output [SPI_MAXLEN-1:0]         rx_miso,        
  output                          SCLK,           
  output                          MOSI,           
  input                           MISO,           
  output                          SS_N            
);
  logic [SPI_MAXLEN-1:0] rx_shift;
  logic MOSI_reg, SS_N_reg, rdy_reg;
  assign spi_drv_rdy = rdy_reg;
  assign rx_miso     = rx_shift;
  assign MOSI        = MOSI_reg;
  assign SS_N        = SS_N_reg;
  typedef enum logic [1:0] {
    IDLE,
    ASSERT_SS,
    TRANSFER,
    DEASSERT_SS
  } xact_state_t;
  xact_state_t state;
  logic [$clog2(SPI_MAXLEN):0] bit_cnt;
  logic div_clk, strobe_rise, strobe_fall;
  clk_div #(
      .CLK_DIVIDE(CLK_DIVIDE)
  ) u_clk_div (
      .clk_in     (clk),
      .sresetn    (sresetn),
      .enable     (~SS_N_reg),
      .clk_out    (div_clk),
      .strobe_rise(strobe_rise),
      .strobe_fall(strobe_fall)
  );
  assign SCLK = div_clk & (state == TRANSFER);
  always_ff @(posedge clk) begin
    if (!sresetn) begin
      state    <= IDLE;
      rdy_reg  <= 1'b1;
      SS_N_reg <= 1'b1;
      MOSI_reg <= 1'b0;
      bit_cnt  <= '0;
      rx_shift <= '0;
    end else begin
      state    <= state;
      rdy_reg  <= rdy_reg;
      SS_N_reg <= SS_N_reg;
      MOSI_reg <= MOSI_reg;
      bit_cnt  <= bit_cnt;
      rx_shift <= rx_shift;
      case (state)
        IDLE: begin
          rdy_reg  <= 1'b1;
          SS_N_reg <= 1'b1;
          if (start_cmd) begin
            rdy_reg  <= 1'b0;
            bit_cnt  <= n_clks;
            rx_shift <= '0;
            state    <= ASSERT_SS;
          end
        end
        ASSERT_SS: begin
          if (~start_cmd) begin
            SS_N_reg <= 1'b0;
            MOSI_reg <= tx_data[bit_cnt-1];   
            state <= TRANSFER;
          end
        end
        TRANSFER: begin
          if (strobe_rise) begin
            rx_shift[bit_cnt-1] <= MISO;
            bit_cnt <= bit_cnt - 1;
          end
          if (strobe_fall) begin
            if (bit_cnt > 0) MOSI_reg <= tx_data[bit_cnt-1];
            else if (bit_cnt == 0) state <= DEASSERT_SS;
          end
        end
        DEASSERT_SS: begin
          if (strobe_rise) begin   
            SS_N_reg <= 1'b1;
            rdy_reg  <= 1'b1;
            state    <= IDLE;
          end
        end
      endcase
    end
  end   
endmodule
File: design/flow/run.sh
#!/bin/bash
# OpenROAD 26Q1-2900-gdf79404cd8, Yosys 0.63+post, stock flow scripts
make -C /OpenROAD-flow-scripts/flow DESIGN_CONFIG=/design/flow/config.mk WORK_HOME=/design/flow/orfs finish
File: design/flow/config.mk
export PLATFORM = sky130hd
export DESIGN_NAME = spi_drv
export DESIGN_NICKNAME = spi_drv
export VERILOG_FILES = /design/flow/design.v
export SDC_FILE = /design/flow/constraint.sdc
export NUM_CORES = 4
export LEC_CHECK = 1
export CORE_UTILIZATION = 40
File: design/flow/constraint.sdc
current_design spi_drv

set clk_period 13.0
set clk_io_pct 0.2

create_clock -name clk0 -period $clk_period [get_ports {clk}]

set non_clock_inputs [all_inputs -no_clocks]
set_input_delay [expr $clk_period * $clk_io_pct] -clock clk0 $non_clock_inputs
set_output_delay [expr $clk_period * $clk_io_pct] -clock clk0 [all_outputs]
==> flow_metrics.py <==
# Synthesis and PnR figures
metrics = {
    "run_status": {
        "result_of_the_run": "finished, final reports clean",
    },
    "setup_path": {
        "worst-path-max-fanout": 23,
        "required_ns": 13.24,
        "timing.reg2reg.setup_slack_ns": 8.75,
        "worstSetupEndpointType": "register",
        "crit_start": "sresetn",
        "criticalPathCategory": "primary input to register",
        "critPathArrivalTime_ns": 4.90,
        "slowest_delay_ns": 0.86,
        "worst_setup_path_start_kind": "primary input",
        "crit-reg2reg-launch": "bit_cnt[2]",
        "crit_path_cell_trace": "clkdlybuf4s50_1, buf_4, inv_2, nor4_2, nand3_1, o21ai_0",
        "critPathSlowestCell": "sky130_fd_sc_hd__nor4_2",
    },
    "synth": {
        "avgSynthCellArea_um2": 8.603,
        "netlist_top_cells_area": "sky130_fd_sc_hd__dfxtp_1 28%, sky130_fd_sc_hd__nand2_1 6.3%, sky130_fd_sc_hd__mux4_2 5.4%, sky130_fd_sc_hd__ha_1 4.7%, sky130_fd_sc_hd__mux2i_1 4.5%",
        "synth.yosys.chip_area_um2": 3751,
        "synthesis.instances": 436,
        "ys_dominant_reg_cell": "sky130_fd_sc_hd__dfxtp_1",
        "synth_flop_count": 52,
        "synth_seq_share_pct": 27.75,
        "ys_warn_count": 2,
        "ys_cells": 436,
        "netlist.area_leader.share_pct": 27.75,
        "yosys.area.top_type": "sky130_fd_sc_hd__dfxtp_1",
        "syn-cell-area_um2": 3751,
        "ys_async_sr_fraction_pct": 0,
        "edf_count": 0,
        "synth_cell_types": 75,
    },
    "finish": {
        "largest_register_ffs": 32,
        "regMostFlops": "rx_shift",
        "final_cells": 609,
        "post-route-util_pct": 52.00,
        "drive_gt1_share_pct": 9.980,
        "syn_to_final_growth_pct": 23.25,
        "largest_regs": "rx_shift (32), u_clk_div.cnt (7), bit_cnt (6)",
    },
    "floorplan": {
        "std_cell_rows": 34,
        "die_area_um2": 9769,
        "initial_utilization_pct": 42.19,
        "fp.dieH_um": 98.84,
        "design.portCount": 78,
        "core-area_um2": 8891,
        "die_width_um": 98.84,
    },
    "cts": {
        "clock_sink_count": 52,
        "clk-insertion-delay-late_ns": 0.31,
        "tritoncts": "done",
        "cts_hold_buf": 0,
        "h-tree-depth": 2,
        "cts.root.buffer_cell": "sky130_fd_sc_hd__clkbuf_8",
        "cts_setup_buffers": 0,
        "cts_resized": 0,
        "clock_tree.buffer_depth": 2,
        "cts_made_buffers": 5,
        "cts.reportedPaths.clkPinSlew_ns": 0.10,
    },
    "detailed_routing": {
        "num_antenna_cells": 0,
        "drcViolationCount": 0,
        "wl_um": 9480,
        "detailroute.via_count": 3460,
        "drt.antenna.violating_nets": 0,
        "viasPerCell": 5.681,
        "drt-wirelength-per-cell_um": 15.57,
        "detailedRoute.firstPassIterationCount": 4,
        "detail_route.iter0.violations": 192,
    },
    "power": {
        "ir_drop_v": 0.00005529,
        "power_leakage_uw": 0.001684,
        "power_per_unit_of_standard_cell_area_nw_per_um2": 92.38,
    },
    "sta": {
        "timing.final.hold_violations": 0,
        "worst-slew-pin-transition_ns": 0.9372,
        "final_max_slew_viol_count": 0,
        "setup_viol": 0,
        "slew_headroom_pct": 37.52,
        "setup_total_negative_slack_ns": 0,
        "max_clock_freq_mhz": 214.5,
        "finalCritPeriodShare_pct": 35.86,
        "finalClockSkew_ns": 0.01071,
        "grt_setup_unrepaired": "false",
        "layout_min_cycle_time_ns": 4.662,
    },
    "global_routing": {
        "first_global_vias": 3272,
        "grt_util_all_layers_pct": 20.93,
        "maximum_number_of_pins_on_one_net_before_global_route_repair": 30,
        "globalRouteOverflowTotal": 0,
        "grt_first_pass_wirelength_um": 16140,
        "grt_antenna_before_repair": 0,
    },
    "flow_run": {
        "max-cap-violations": 0,
        "stage_log_warnings": 30,
    },
    "min_path": {
        "timing.hold.worst.class": "register to register",
        "hold_path_startpoint": "rx_shift[2]",
    },
    "placement": {
        "place.detailed.instances": 601,
        "port_buffers": 77,
        "globalplace.congestion": 0.8105,
        "hpwlAfterDp_um": 6930,
    },
}
-- worst paths after layout --
| path | end | cells past startpoint |
|---|---|---|
| setup / recovery | rx_shift[26] | 6 |
| hold / removal | rx_shift[2] | 2 |
| setup reg to reg | rx_shift[26] | 12 |
| hold reg to reg | rx_shift[2] | 2 |
-- cell families (layout without fill, tap and decap cells) --
kind of cell / Yosys count / in the layout / synth area share (%)
AOI/OAI and AO/OA: 116 / 116 / 22.58
xor gates and xnor gates: 12 / 12 / 3.402
adders and majority gates: 14 / 14 / 4.670
buffers and inverters: 41 / 106 / 6.304
DFF: 52 / 52 / 27.75
muxes: 26 / 26 / 9.940
and+or+nand+nor: 175 / 175 / 25.35
-- Yosys cell counts, drive strengths merged (11+ instances only) --
cell    instances
ha             14
nor2           22
nor3           11
nand2          64
a21oi          20
clkbuf         17
o21ai          19
mux2i          17
dfxtp          52
inv            15
nand3          18
a21o           15
-- area by class of cell --
class / instances / area (um^2)
clock buffers: 6 / 82.58
clock inverters: 2 / 13.76
multi-input cells: 343 / 2479
repair buffers: 83 / 815.8
inverters: 15 / 56.30
well taps: 108 / 135.1
flip-flops and latches: 52 / 1041
fillers: 842 / 4268
-- through the flow --
stage | total power [uW] | hold WS [ns] | instance area (um^2) | setup slack, ns
after floorplan | 287.9 | 0.4142 | 3751 | 9.104
after global placement | 326.9 | 0.4523 | 4527 | 8.111
after detailed placement | 328.9 | 0.4511 | 4527 | 7.964
after CTS | 431.2 | 0.4666 | 4623 | 8.325
after global routing | 454.6 | 0.4955 | 4623 | 8.081
final | 427.1 | 0.4658 | 4623 | 8.338
-- cells in the final DEF, fill, tap and decap left out, drive strengths merged, types with 4 or more instances in the layout --
cell type,count
a21o,15
a21oi,20
a31o,7
a31oi,8
a41oi,4
and2,4
and3,4
buf,6
clkbuf,6
clkdlybuf4s50,77
dfxtp,52
ha,14
inv,16
mux2i,17
mux4,9
nand2,64
nand2b,8
nand3,18
nand3b,6
nand4,9
nor2,22
nor2b,5
nor3,11
nor4,4
o211ai,7
o21ai,19
o22ai,4
o311ai,6
or3,4
xnor2,6
xor2,5
-- critical path, delay by kind of cell --
family,cells,cell delay [ns]
compound gates,1,0.22
simple gates,2,1.15
buf+inv,3,0.91
-- where the power goes --
part | internal, uW | total (uW) | switching, uW
combinational | 62.0 | 157 | 94.7
sequential | 162 | 169 | 6.20
clock | 43.8 | 102 | 58.0
-- layer usage --
layer / wire length [um] / global-route usage (%) / share of wire, %
met3: 367 / 3.030 / 3.9
met5: 0 / 0 / 0
met1: 4747 / 32.87 / 50
met4: 97 / 2.296 / 1.0
met2: 4267 / 32.38 / 45
No activity file was given, so power comes from the tool's default toggle rates.
